File: ./run.sh
#!/bin/bash
# OpenROAD 26Q1-2900-gdf79404cd8, Yosys 0.63+post, stock flow scripts
make -C /OpenROAD-flow-scripts/flow DESIGN_CONFIG=/design/flow/config.mk WORK_HOME=/design/flow/orfs finish
File: ./config.mk
export PLATFORM = sky130hd
export DESIGN_NAME = receiver
export DESIGN_NICKNAME = receiver
export VERILOG_FILES = /design/flow/design.v
export SDC_FILE = /design/flow/constraint.sdc
export NUM_CORES = 4
export LEC_CHECK = 1
export CORE_AREA = 10 10 70 70
export DIE_AREA = 0 0 80 80
File: ./constraint.sdc
current_design receiver

set clk_period 1.6
set clk_io_pct 0.2

create_clock -name clk0 -period $clk_period [get_ports {clk}]

set non_clock_inputs [all_inputs -no_clocks]
set_input_delay [expr $clk_period * $clk_io_pct] -clock clk0 $non_clock_inputs
set_output_delay [expr $clk_period * $clk_io_pct] -clock clk0 [all_outputs]
File: ./design.v
module CRC_3b
#(
    parameter   BW = 4,
    parameter   CRC_BW = 3,
    parameter   divisor = 3'b011
)
(
    output      [CRC_BW-1:0] CRC,
    input       [BW+CRC_BW-1:0] in
);
    wire [CRC_BW-1:0] t1, t2, t3, t4;
    CRC_unit u1 (.out(t1), .in(in[5:3]), .CRC(divisor), .sel(in[6]));
    CRC_unit u2 (.out(t2), .in({t1[1:0], in[2]}), .CRC(divisor), .sel(t1[2]));
    CRC_unit u3 (.out(t3), .in({t2[1:0], in[1]}), .CRC(divisor), .sel(t2[2]));
    CRC_unit u4 (.out(t4), .in({t3[1:0], in[0]}), .CRC(divisor), .sel(t3[2]));
    assign CRC = t4;
endmodule
module receiver 
#(
    parameter   BW = 4,
    parameter   CRC_BW = 3,
    parameter   divisor = 4'b1011
)
(
    output reg  [BW-1:0] out,
    input       [BW+CRC_BW-1:0] in,
    input       clk, rstn
);
    reg [BW-1:0] out_t;
    wire [CRC_BW-1:0] CRC;
    reg [BW+CRC_BW-1:0] in_d;
    CRC_3b C1 (.CRC(CRC), .in(in_d));
    always @(*) begin
        if (CRC == {(CRC_BW){1'b0}}) begin
            out_t = in_d[BW+CRC_BW-1:CRC_BW];
        end else begin
            out_t = {(BW){1'b0}};
        end
    end
    always @(posedge clk ) begin
        if (rstn != 1'b1) begin
            out     <= {(BW){1'b0}};
            in_d    <= {(BW+CRC_BW){1'b0}};
        end else begin
            out     <= out_t;
            in_d    <= in;
        end
    end
endmodule
module CRC_unit
#(
    parameter   BW = 8
)
(
    output      [BW-1:0] out,
    input       [BW-1:0] in, CRC, 
    input                sel
);
    wire [BW-1:0] temp;
    assign out = in ^ ({(BW){sel}} & CRC);
endmodule
module CRC
#(
    parameter   BW = 10,                 
    parameter   CRC_BW = 8,              
    parameter   divisor = 8'b0000_0111   
)
(
    output      [CRC_BW-1:0] CRC,
    input       [BW+CRC_BW-1:0] in
);
    wire [CRC_BW-1:0] t [0:BW-1];
    CRC_unit uu (.out(t[0]), .in(in[BW+CRC_BW-2:BW-1]), .CRC(divisor), .sel(in[BW+CRC_BW-1]));
    genvar i;
    generate
        for (i = 1; i < BW; i = i + 1) begin : gen_CRC_unit
            CRC_unit U (.out(t[i]), .in({t[i-1][CRC_BW-2:0], in[BW-1-i]}), .CRC(divisor), .sel(t[i-1][CRC_BW-1]));
        end
    endgenerate
    assign CRC = t[BW-1];
endmodule
==> flow_summary.toml <==
# physical design summary
[setup_path]
rrSetupSlack_ns = 0.37
critPathArrivalTime_ns = 1.05
r2r_start = "in_d[5]"
startpoint = "out[0]"
critPathBufInv = 1
path_class = "reg2out"
path_depth = 1
cp-start-kind = "register"
end_kind = "primary output"
slowest_delay_ns = 0.47
crit_slowest_cell = "clkdlybuf4s50_1"
timing.rr.end = "out[2]"
worstPathMaxFanout = 1
cpLargestDelayFamily = "buffers and inverters"
r2r_cells = 4
required_ns = 1.28
worstPathCellList = "clkdlybuf4s50_1"

[logic_synthesis]
synthAdderAreaFrac_pct = 0
topCombFamilyByArea = "simple AND/OR/NAND/NOR gates"
syn-cell-area_um2 = 449
ys_cells = 45
synthCells = 45
yosysUniqueCellTypes = 16
avgSynthCellArea_um2 = 9.98
yosys_area_um2 = 449
yosys_warnings = 9
ys_sh_xor_pct = 17.3
simple_gate_area_share_pct = 20.3
ys_sh_mux_pct = 0
synth_seq_share_pct = 49.0
synth_flops = 11
ys_sh_aoi_pct = 10.0

[cts]
numCtsBuffers = 3
cts_setup_buffers = 0
cts.sinks = 11
clk_pin_slew_ns = 0.07
cts_tree = "built"
hold_buffers = 0
clockRootBuffer = "clkbuf_4"
clock_path_buffers = 2
clk_latency_ns = 0.27
htreeDepth = 1
cts_resized = 0

[placed_design]
dp_hpwl_um = 671
place_area_um2 = 616
dp_cells = 102
port_buffers = 12
place_congestion = 0.782

[pwr]
ir_worst_vdd_uv = 403
pwr_density_cell_nw_per_um2 = 888
internal-power_uw = 431
switching_share_pct = 24.6
p_comb_share_pct = 15.3
leakage_uw = 0.000223
pwr-share-seq_pct = 52.2
power.switching_uw = 141
clockPowerShare_pct = 32.5

[routing]
drc_errors = 0
postRouteAntennaNets = 0
wirelength_um = 829
first_iter_violations = 2
drt-pass1-iter-count = 3
vias_per_cell = 3.00
avgRoutedWirePerCell_um = 7.82
vias = 318
antenna_cells_inserted = 0

[grt]
track_usage_pct = 2.98
grt_max_degree = 10
grt_use_met3_pct = 2.61
use_met2_pct = 3.21
busiest_layer = "met1"
grt.overflow.total = 0
grt_pass1_wl_um = 1520
grt_pass1_vias = 348
grt_util_met1_pct = 4.25
grt_antenna_before_repair = 0

[final_timing]
hold_ws_ns = 0.493
fin_tns_setup_ns = 0
skew_ns = 0.00323
slew_headroom_pct = 72.4
final_hold_viol_count = 0
report.final.slew_viol_count = 0
fmax_mhz = 729
finalClockPeriodUsage_pct = 85.8
tightestPinTransition_ns = 0.411
setup-violations-final = 0
period_needed_ns = 1.37
rsz0062_at_grt = "false"

[die]
rows = 21
core_um2 = 3420
floorplan.core_util_pct = 13.2
io_pins = 13
die_area_um2 = 6400
fp.dieW_um = 80
die_h_um = 80

[hold_path]
min_to = "out[0]"
hold_class = "reg2reg"
whs_path_depth = 2
min-delay-start = "in_d[3]"

[finish]
fin_cells = 106
drive_gt1_share_pct = 13.3
final_area_um2 = 643
final_util_pct = 18.8
fillers = 387
syn2layout_area_growth_pct = 43.2

[job]
warnings = 25
cap_violations = 0

[outcome]
status = "completed"
-- cell usage after synthesis --
cell | number | area (um2)
xor2_1 | 2 | 17.5
xnor2_1 | 5 | 43.8
nand3_1 | 1 | 5.00
nor2_1 | 1 | 3.75
and2_1 | 7 | 43.8
nand2_1 | 5 | 18.8
dfxtp_1 | 11 | 220
o21a_2 | 1 | 8.76
nor3_1 | 4 | 20.0
inv_1 | 1 | 3.75
o21ai_0 | 1 | 5.00
a211o_1 | 1 | 8.76
a21oi_1 | 1 | 5.00
buf_6 | 1 | 11.3
o21ai_2 | 2 | 17.5
xnor2_2 | 1 | 16.3
-- worst max-delay path by stage --
| stage | slack (ns) | to |
|---|---|---|
| CTS | 0.20 | out[0] |
| global route | 0.17 | out[0] |
| finish | 0.23 | out[0] |
-- power by group through the flow --
stage / logic, uW / clock network [uW] / registers [uW]
global route: 99.1 / 211 / 300
CTS: 87.9 / 194 / 298
finish: 87.6 / 185 / 298
-- metrics by stage --
stage | total power [uW] | setup slack (ns)
4_1_cts | 580 | 0.199
2_1_floorplan | 360 | 0.508
3_3_place_gp | 391 | 0.320
3_5_place_dp | 392 | 0.292
6_report | 571 | 0.228
5_1_grt | 610 | 0.169
-- cell usage in the layout (no fill, tap or decap) --
cell	count
xnor2_2	1
a211o_1	1
xor2_1	2
dfxtp_1	11
o21ai_0	1
nor2_1	1
clkinv_2	1
xnor2_1	5
clkbuf_4	3
and2_1	7
clkdlybuf4s50_1	12
inv_1	1
nand2_1	5
nand3_1	1
o21ai_2	2
a21oi_1	1
nor3_1	4
o21a_2	1
-- layout make-up --
class                      instances  area, um2  area share, %
clock buffer                       3       22.5           3.50
clock inverter                     1       5.00          0.778
inverter                           1       3.75          0.584
multi-input combinational         32        214           33.3
sequential                        11        220           34.2
tap                               46       57.6           8.95
timing repair buffer              12        120           18.7
-- registers in the layout, indices dropped and copies added, names as in the netlist --
| register | flops |
|---|---|
| out | 4 |
| in_d | 7 |
-- per-layer routing --
metal,up-vias,share of wire (%),wire (um)
met4,0,0,0
met5,-,0,0
met1,128,59,493
met3,0,13,106
li1,175,-,-
met2,15,28,229
-- logic make-up after synthesis --
logic type | Yosys count
simple gates | 18
compound gates | 6
buf+inv | 2
xor+xnor | 8
flops | 11
Power and IR drop assume default switching activity.
