==> /design/flow/design.v <==
module CRC_unit
#(
    parameter   BW = 8
)
(
    output      [BW-1:0] out,
    input       [BW-1:0] in, CRC, 
    input                sel
);
    wire [BW-1:0] temp;
    assign out = in ^ ({(BW){sel}} & CRC);
endmodule
module CRC
#(
    parameter   BW = 10,                 
    parameter   CRC_BW = 8,              
    parameter   divisor = 8'b0000_0111   
)
(
    output      [CRC_BW-1:0] CRC,
    input       [BW+CRC_BW-1:0] in
);
    wire [CRC_BW-1:0] t [0:BW-1];
    CRC_unit uu (.out(t[0]), .in(in[BW+CRC_BW-2:BW-1]), .CRC(divisor), .sel(in[BW+CRC_BW-1]));
    genvar i;
    generate
        for (i = 1; i < BW; i = i + 1) begin : gen_CRC_unit
            CRC_unit U (.out(t[i]), .in({t[i-1][CRC_BW-2:0], in[BW-1-i]}), .CRC(divisor), .sel(t[i-1][CRC_BW-1]));
        end
    endgenerate
    assign CRC = t[BW-1];
endmodule
==> /design/flow/run.sh <==
#!/bin/bash
# OpenROAD 26Q1-2900-gdf79404cd8, Yosys 0.63+post, stock flow scripts
make -C /OpenROAD-flow-scripts/flow DESIGN_CONFIG=/design/flow/config.mk WORK_HOME=/design/flow/orfs finish
==> /design/flow/config.mk <==
export PLATFORM = sky130hd
export DESIGN_NAME = CRC
export DESIGN_NICKNAME = CRC
export VERILOG_FILES = /design/flow/design.v
export SDC_FILE = /design/flow/constraint.sdc
export NUM_CORES = 4
export LEC_CHECK = 1
export CORE_AREA = 10 10 70 70
export DIE_AREA = 0 0 80 80
==> /design/flow/constraint.sdc <==
current_design CRC

set clk_period 2.7
set clk_io_pct 0.2

create_clock -name clk0 -period $clk_period

set non_clock_inputs [all_inputs -no_clocks]
set_input_delay [expr $clk_period * $clk_io_pct] -clock clk0 $non_clock_inputs
set_output_delay [expr $clk_period * $clk_io_pct] -clock clk0 [all_outputs]
==> results.json <==
{
  "antenna_found_initial": 0,
  "power_frac_comb": 1.000,
  "netlist.area_leader.share": 0.336,
  "path_buffers": 2,
  "ios": 26,
  "syn_inst": 20,
  "path_common_cell": "clkdlybuf4s50_1",
  "final_cell_mix": "24 x clkdlybuf4s50_1, 8 x xnor2_1, 4 x xnor3_1",
  "p_per_area_nw_per_um2": 259,
  "critPathTopFamily": "buffers and inverters",
  "postCtsSetupBuffers": 0,
  "routabilityCongestion": 0.778,
  "layout-drive-gt1-share": 0.122,
  "setup_viol": 0,
  "ant_nets": 0,
  "first_pass_iters": 1,
  "ys_seq_frac": 0,
  "tool_warnings": 32,
  "track_usage": 0.0295,
  "num_vias": 242,
  "wirelength_um": 1010,
  "die_area_um2": 6400,
  "yosysTopAreaCell": "xnor3_1",
  "p_leak_nw": 0.280,
  "hold_class": "in -> out",
  "path_max_fanout": 2,
  "port_buffers": 26,
  "nFlopsAndLatches": 0,
  "regArea_um2": 0,
  "syn_to_final_growth_pct": 135,
  "switching_share": 0.234,
  "placed_area_um2": 608,
  "dieWidth_um": 80,
  "switchingPower_mw": 0.0380,
  "ys_cells": 20,
  "cts-hold-fix-buffers": 0,
  "crit_path_start_kind": "input pin",
  "path_cells": "clkdlybuf4s50_1, xnor2_2, xnor3_1, clkdlybuf4s50_1",
  "top_cells_by_area": "xnor3_1 34%, xnor2_1 33%, xor3_1 18%",
  "detail_route.antenna_diodes": 0,
  "status": "finished, final reports clean",
  "grt_pass1_vias": 292,
  "fin_crit_sh": 0.973,
  "core_um2": 3420,
  "tns_ns": 0,
  "yosys_warnings": 1,
  "clkPwrFrac": 0,
  "drc": 0,
  "avgSynthCellArea_um2": 13.4,
  "wl_per_cell_um": 10.6,
  "hold_viol": 0,
  "period_minus_slack_ns": 2.63,
  "cp.required_ns": 2.16,
  "die_y_um": 80,
  "ys_chip_area_um2": 268,
  "n_clock_buffer": 0,
  "drv_cap": 0,
  "slew_headroom": 0.830,
  "max_freq_mhz": 381,
  "netlist_area_um2": 268,
  "overflow": 0,
  "max_stage_delay_ns": 0.48,
  "critPathArrivalTime_ns": 2.09,
  "fin_area_um2": 628,
  "end_kind": "output port",
  "num_rows": 21,
  "slew_violations": 0,
  "p_int_mw": 0.125,
  "grt_pass1_wl_um": 1510,
  "rsz0062_at_grt": "no",
  "fp_util": 0.0784,
  "tightest_slew_ns": 0.254,
  "filler_cell_count": 391,
  "grt_max_degree": 4,
  "layout.cells.most_common": "clkdlybuf4s50_1",
  "seqPwrFrac": 0,
  "path_class": "in -> out",
  "drt_iter0_markers": 0,
  "cp_slowest_cell": "clkdlybuf4s50_1",
  "vdd_ir_drop_max_uv": 41.2,
  "ys_types": 5,
  "avgViaCountPerCell": 2.55
}
[logic make-up (layout without fill, tap and decap cells)]
family                 after synthesis  after routing  share of synthesized area
buffers and inverters                0             29                          0
XOR/XNOR                            20             20                       1.00
[cells in the mapped netlist]
library cell and count:
xnor3_1 4, xor3_1 2, xnor2_1 10, xor2_1 3, xnor2_2 1
[power groups by stage]
stage	combinational, mW	clock [mW]	sequential (mW)
6_report	0.163	0	0
5_1_grt	0.178	0	0
4_1_cts	0.168	0	0
[what timing repair did]
action                                  CTS  global route
endpoints found under the setup margin    0             4
gates resized                             0             4
endpoints found under the hold margin     0             0
[worst min-delay path, delay by kind of cell]
family                 cells  cell delay, ns
XOR/XNOR                   2            0.32
buffers and inverters      2            0.29
[worst paths after layout]
path | startpoint | to | slack, ns | cells past startpoint
min | in[15] | CRC[0] | 1.69 | 4
max | in[9] | CRC[3] | 0.07 | 4
[per-layer routing]
layer	track usage	wire [µm]
met5	0	0
met4	0	0
met3	0.0193	178
met1	0.0315	365
met2	0.0506	461
[stage by stage]
step	setup slack (ns)	hold WS, ns	utilization	power (mW)	cells
finish	0.0726	1.69	0.184	0.163	95
global route	0.000421	1.78	0.184	0.178	95
CTS	0.0166	2.14	0.178	0.168	95
detailed placement	0.0272	2.13	0.178	0.166	95
global placement	0.0263	2.14	0.178	0.167	95
floorplan	1.06	1.21	-	0.0581	20
[layout make-up]
cell class / count / area, µm² / share of cell area
timing repair buffer: 29 / 288 / 0.458
multi-input combinational: 20 / 283 / 0.450
tap: 46 / 57.6 / 0.0916
Power is estimated from default activity; no workload was simulated.
