<file path="design/flow/run.sh">
#!/bin/bash
# OpenROAD 26Q1-2900-gdf79404cd8, Yosys 0.63+post, stock flow scripts
make -C /OpenROAD-flow-scripts/flow DESIGN_CONFIG=/design/flow/config.mk WORK_HOME=/design/flow/orfs finish
</file>
<file path="design/flow/constraint.sdc">
current_design CRC_8b

set clk_period 10.1
set clk_io_pct 0.2

create_clock -name clk0 -period $clk_period

set non_clock_inputs [all_inputs -no_clocks]
set_input_delay [expr $clk_period * $clk_io_pct] -clock clk0 $non_clock_inputs
set_output_delay [expr $clk_period * $clk_io_pct] -clock clk0 [all_outputs]
</file>
<file path="design/flow/config.mk">
export PLATFORM = sky130hd
export DESIGN_NAME = CRC_8b
export DESIGN_NICKNAME = CRC_8b
export VERILOG_FILES = /design/flow/design.v
export SDC_FILE = /design/flow/constraint.sdc
export NUM_CORES = 4
export LEC_CHECK = 1
export CORE_UTILIZATION = 30
</file>
<file path="design/flow/design.v">
module CRC_8b
#(
    parameter   BW = 40,
    parameter   CRC_BW = 8,
    parameter   divisor = 8'b0000_0111
)
(
    output      [CRC_BW-1:0] CRC,
    input       [BW+CRC_BW-1:0] in
);
    wire [CRC_BW-1:0] t [0:BW-1];
    CRC_unit uu (.out(t[0]), .in(in[BW+CRC_BW-2:BW-1]), .CRC(divisor), .sel(in[BW+CRC_BW-1]));
    genvar i;
    generate
        for (i = 1; i < BW; i = i + 1) begin : gen_CRC_unit
            CRC_unit U (.out(t[i]), .in({t[i-1][CRC_BW-2:0], in[BW-1-i]}), .CRC(divisor), .sel(t[i-1][CRC_BW-1]));
        end
    endgenerate
    assign CRC = t[BW-1];
endmodule
module CRC_unit
#(
    parameter   BW = 8
)
(
    output      [BW-1:0] out,
    input       [BW-1:0] in, CRC, 
    input                sel
);
    wire [BW-1:0] temp;
    assign out = in ^ ({(BW){sel}} & CRC);
endmodule
module CRC
#(
    parameter   BW = 10,                 
    parameter   CRC_BW = 8,              
    parameter   divisor = 8'b0000_0111   
)
(
    output      [CRC_BW-1:0] CRC,
    input       [BW+CRC_BW-1:0] in
);
    wire [CRC_BW-1:0] t [0:BW-1];
    CRC_unit uu (.out(t[0]), .in(in[BW+CRC_BW-2:BW-1]), .CRC(divisor), .sel(in[BW+CRC_BW-1]));
    genvar i;
    generate
        for (i = 1; i < BW; i = i + 1) begin : gen_CRC_unit
            CRC_unit U (.out(t[i]), .in({t[i-1][CRC_BW-2:0], in[BW-1-i]}), .CRC(divisor), .sel(t[i-1][CRC_BW-1]));
        end
    endgenerate
    assign CRC = t[BW-1];
endmodule
</file>
==> impl_metrics.tcl <==
# collected from the flow reports
set metrics [dict create \
    top_cell "xnor2_1" \
    instances_no_fill 196 \
    flop-count 0 \
    vias_per_cell 4.00 \
    setup_violations 0 \
    ys_types 10 \
    slew_violations 0 \
    cp-end-kind "output port" \
    cts_setup_buffers 0 \
    cp_cell_sequence "clkdlybuf4s50_1 -> xnor3_2 -> xnor2_2 -> xnor2_2 -> xnor3_2 -> xnor2_2 -> xnor2_2 -> xnor3_1 -> clkdlybuf4s50_1" \
    crit_slowest_cell "clkdlybuf4s50_1" \
    area_leaders "xnor2_1, xnor3_1, xnor3_2, xor2_1, xnor2_2" \
    wl_per_cell_um 12.5 \
    gr-total-overflow 0 \
    ir_worst_vdd_mv 0.214 \
    slew_headroom_pct 59.8 \
    netlist_area_um2 1270 \
    tightest_slew_ns 0.598 \
    max-cap-violations 0 \
    gp_congestion 0.847 \
    max_stage_delay_ns 0.69 \
    regArea_um2 0 \
    utilization_pct 46.7 \
    top_area_cell "xnor2_1" \
    row_count 23 \
    yosysTopAreaCellShare_pct 27.6 \
    postSynthCellCount 91 \
    fin_crit_ns 7.32 \
    routed_wl_um 2450 \
    start_kind "input port" \
    worstSetupPathType "input port to output port" \
    power_density_nw_per_um2 438 \
    drc 0 \
    status "finished, final reports clean" \
    core_um2 4030 \
    rsz0062_at_grt "false" \
    holdWs_ns 5.11 \
    grt_use_total_pct 12.5 \
    p_leak_nw 0.825 \
    fin_setup_tns_ns 0 \
    dr_total_vias 784 \
    cts_resized 0 \
    ant_nets 0 \
    ios 56 \
    firstDrtPassIters 4 \
    io_buffers 56 \
    timing.final.crit_share_pct 72.5 \
    drtIter0Drc 17 \
    ys_warn_count 1 \
    initial_utilization_pct 31.5 \
    grt_pass1_vias 868 \
    hold_violations 0 \
    yosys-stat-cells 91 \
    fmax_mhz 137 \
    ys_top_cells_by_count "xnor2_1, xor2_1, xnor3_1" \
    grt_pass1_wl_um 4020 \
    grt_max_degree 5 \
    arrival_ns 5.30 \
    timing.critical_path.buf_inv 2 \
    timing.critical_path.fanout_max 4 \
    clock_buffers 0 \
    drive_above_1_share_pct 13.7 \
    n_antenna_cell 0 \
    synth_chip_area_um2 1270 \
    cts_hold_buffers 0 \
    grt_antenna_before_repair 0 \
    warning_count 32 \
    ys_seq_share_pct 0 \
    cp_data_required_time_ns 8.08 \
    finalPower_w 0.000825 \
    die_y_um 67.1 \
    place_hpwl_um 2290 \
    hold_class "input port to output port" \
    chipArea_um2 4500 \
    placedCellCount 196 \
    areaGrowthSynthToFinish_pct 48.2 \
    syn_area_per_cell_um2 14.0 \
    path_common_cell "xnor2_2" \
    die_w_um 67.1 \
    crit_family "XOR/XNOR gates" \
]
-- power breakdown --
part	internal (W)	total (W)	switching, W	leakage [nW]
Clock	0	0	0	0
Sequential	0	0	0	0
Combinational	0.000583	0.000825	0.000242	0.825
Total	0.000583	0.000825	0.000242	0.825
-- final timing paths --
path | endpoint | slack [ns] | cells past startpoint | startpoint
worst max-delay path | CRC[2] | 2.78 | 9 | in[43]
worst min-delay path | CRC[4] | 5.11 | 4 | in[4]
-- layout by cell type (no fill, tap or decap), drive strengths merged --
master and count:
xnor2 49, xor2 17, clkdlybuf4s50 56, xor3 5, xnor3 19
-- metrics by stage --
step | setup slack [ns] | instance area, um2
after global routing | 2.59 | 1880
after floorplan | 4.01 | 1270
final | 2.78 | 1880
after detailed placement | 2.74 | 1880
after global placement | 2.73 | 1880
after CTS | 2.74 | 1880
-- area by class of cell --
| type | instances | area, um2 |
|---|---|---|
| repair buffers | 56 | 561 |
| well taps | 50 | 62.6 |
| multi-input cells | 90 | 1260 |
| fillers | 364 | 2150 |
-- metal layers --
| metal | routed length (um) | global-route usage (%) | up-vias | share of wire (%) |
|---|---|---|---|---|
| met2 | 1290 | 22.3 | 14 | 52 |
| met5 | 0 | 0 | - | 0 |
| met1 | 1090 | 18.7 | 365 | 45 |
| li1 | - | - | 405 | - |
| met4 | 0 | 0 | 0 | 0 |
| met3 | 72 | 0 | 0 | 2.9 |
-- logic make-up (layout without fill, tap and decap cells) --
logic type	Yosys count	in the layout	share of synthesized area [%]
xor gates and xnor gates	90	90	99.1
buffers and inverters	1	56	0.887
Power and IR drop assume default switching activity.
